### ./design.v
parameter ADDR_WIDTH = 2;  
parameter DATA_WIDTH = 4;  
module RAM_RW(
  input logic clk, reset, SEL,
  input logic [ADDR_WIDTH-1:0] Addr,
  input logic [DATA_WIDTH-1:0] Din,
  output logic [DATA_WIDTH-1:0] Dout
);
  logic [DATA_WIDTH-1:0] mem [0:(1<<ADDR_WIDTH)-1];
  always_ff @ (posedge clk) begin
    if (reset)
      mem[Addr] <= 0;  
    else
    	if(SEL)
      		mem[Addr] <= Din;   
    	else 
      		Dout <= mem[Addr];  
  end
endmodule
### ./run.sh
#!/bin/bash
# OpenROAD 26Q1-2900-gdf79404cd8, Yosys 0.63+post, stock flow scripts
make -C /OpenROAD-flow-scripts/flow DESIGN_CONFIG=/design/flow/config.mk WORK_HOME=/design/flow/orfs finish
### ./config.mk
export PLATFORM = sky130hd
export DESIGN_NAME = RAM_RW
export DESIGN_NICKNAME = RAM_RW
export VERILOG_FILES = /design/flow/design.v
export SDC_FILE = /design/flow/constraint.sdc
export NUM_CORES = 4
export LEC_CHECK = 1
export CORE_AREA = 10 10 97 97
export DIE_AREA = 0 0 107 107
### ./constraint.sdc
current_design RAM_RW

set clk_period 1.7
set clk_io_pct 0.2

create_clock -name clk0 -period $clk_period [get_ports {clk}]

set non_clock_inputs [all_inputs -no_clocks]
set_input_delay [expr $clk_period * $clk_io_pct] -clock clk0 $non_clock_inputs
set_output_delay [expr $clk_period * $clk_io_pct] -clock clk0 [all_outputs]
==> run summary <==
CTS tree: yes
Top delay family on crit path: buffers and inverters
crit start category: input port
Hold Vio Cnt, Final: 0
post-layout power: 1120 uW
layout cells sized above 1: 0.268
PwrDens: 1000 mW/mm2
Rows: 31
Design Area, Final: 0.00112 mm2
total gr overflow: 0
Longest Clk Path Bufs: 2
synthesis warning total: 1
Buf/Inv on CP: 3
Post-CTS Resized: 0
Core Util at FP: 0.106
Horiz. Die Dim: 107 um
clock latency (worst-skew pair): 0.25 ns
synthesized netlist cell count: 36
GRT Total Usage: 0.0236
GPL Wtd Cong: 0.674
Remaining DRCs: 0
clk_skew: 0.00424 ns
Slew HR: 0.776
Post-CTS Setup Inserts: 0
Die ar.: 0.0114 mm2
Yosys chip area: 776 um2
crit-path cells: clkdlybuf4s50_1 -> buf_4 -> nor3_1 -> buf_4
Seq share, synth: 0.774
vias in the first global route: 465
Layout Cells excl Fill: 155
hold_sp: mem[0][2]
Max Clock Freq: 614 MHz
Final HPWL DP: 1090 um
CTS Buf Count: 3
unrepaired setup endpoints after global routing: no
Die Y: 107 um
OpenROAD warnings: 25
via count: 407
Setup Crit Path Kind: in2reg
CTS root buffer: clkbuf_8
ant diodes: 0
crit path max-delay cell type: clkdlybuf4s50_1
drt wl/cell: 8.63 um
placed cells: 151
Worst setup EP type: flop
Crit path top cell by count: buf_4
Syn Std Cell Area: 776 um2
fin crit share: 0.959
drt first pass iters: 4
pin count of the biggest net entering global routing: 13
worst hold slack: 0.639 ns
flops out of synthesis: 20
Worst Hold Class: reg2reg
worst-margin pin slew: 0.334 ns
Max-Cap Viols: 0
largest fanout on the critical path: 6
total wire length: 1340 um
run status: finished clean
first-pass GRT wire length: 2190 um
cell area after placement: 0.00105 mm2
fin. max-slew vios: 0
yosys cell count: 36
CTS Hold Bufs: 0
CP max stage delay: 0.57 ns
Setup crit start: Addr[0]
Leak: 0.000329 uW
Final Critical Period: 1.63 ns
WP data required: 1.68 ns
crit path DAT: 1.61 ns
Avg Cell Area, Syn: 21.5 um2
Reg-to-Reg Start: mem[3][0]
Peak VDD IR: 0.357 mV
# H-tree levels: 1
clock slew at reported path FFs: 0.07 ns
Cell Type Count: 11
initial drt markers: 17
Detail Route Antenna Nets: 0
Final setup viols: 0
# clock sinks: 20
CORE AREA: 0.00729 mm2
# IOs: 13
Synth-to-Final Area Change: 44.4%
vias per cell: 2.63
initial antenna violation count: 0
buffers added on ports: 12
[per-layer routing]
metal  vias up  part of all wire  global-route usage
li1        182                 -                   -
met1       196              0.44              0.0294
met5         -                 0                   0
met4         0                 0                   0
met3         0              0.15              0.0206
met2        29              0.41              0.0320
[Yosys cell counts]
master | n | area share
edfxtp_1 | 20 | 0.77
and2_1 | 4 | 0.032
mux4_2 | 4 | 0.12
and3b_1 | 1 | 0.011
buf_6 | 1 | 0.015
clkbuf_2 | 1 | 0.0064
nor2_1 | 1 | 0.0048
nor2b_1 | 1 | 0.0081
nor3_1 | 1 | 0.0064
nor3b_1 | 1 | 0.0097
nor3b_2 | 1 | 0.016
[sequential cells by signal (all words and copies together), names as in the netlist]
signal,count
mem,16
Dout,4
[layout by cell type, fill, tap and decap left out]
master,instances
edfxtp_1,20
clkdlybuf4s50_1,12
buf_4,6
mux4_2,4
and2_1,4
clkbuf_8,3
nor2b_1,1
nor2_1,1
nor3b_2,1
nor3b_1,1
nor3_1,1
and3b_1,1
bufinv_16,1
[power by group]
part           leakage (uW)  switching, uW  internal [uW]
clock network     0.0000357            148            314
registers          0.000164           6.95            574
logic              0.000129           30.5           50.8
total              0.000329            185            939
[logic make-up (layout without fill, tap and decap cells)]
group | count (synthesis) | count (layout) | share of synthesized area
simple gates | 10 | 10 | 0.0887
flops | 20 | 20 | 0.774
buf+inv | 2 | 22 | 0.0210
mux | 4 | 4 | 0.116
[metrics by stage]
stage | setup WS (ns) | setup TNS [ns] | util
after floorplan | 0.416 | 0 | -
after detailed placement | -0.163 | -1.57 | 0.144
after global routing | 0.00713 | 0 | 0.154
final | 0.0704 | 0 | 0.154
after global placement | -0.127 | -1.33 | 0.144
after CTS | 0.0614 | 0 | 0.154
[path summary, 6_finish.rpt]
path	endpoint	cells after the start	slack [ns]
worst min-delay path	Dout[2]	1	0.64
worst min register to register	Dout[2]	1	0.64
worst max register to register	Dout[0]	1	0.60
worst max-delay path	mem[0][1]	4	0.07
[layout make-up]
type / instances / area, um2
flip-flops and latches: 20 / 601
multi-input cells: 14 / 159
repair buffers: 18 / 165
clock buffers: 3 / 41.3
well taps: 99 / 124
fillers: 819 / 6170
clock inverters: 1 / 30.0
Power and IR drop assume default switching activity.
