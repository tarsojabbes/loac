**flow/design.v**
```verilog
module ULA(
            input logic signed [7:0]A, B,
            input logic [1:0]F,
            output logic signed [7:0] Saida,
            output logic FLAG_O);
    always_comb begin
      case (F)
      'b00: Saida <= A & B;  
      'b01: Saida <= A | B;  
      'b10: Saida <= A + B;  
      'b11: Saida <= A - B;  
    endcase
      if (F == 'b10 && A >= 0 && B >= 0 && Saida < 0 ||
          F == 'b10 && A < 0 && B < 0 && Saida > 0 ||
          F == 'b11 && A < 0  && B > 0 && Saida >= 0 ||
          F == 'b11 && A > 0 && B < 0 && Saida < 0)
      	FLAG_O <= 1;
      else
      FLAG_O <= 0;
    end
endmodule
```
**flow/constraint.sdc**
```tcl
current_design ULA

set clk_period 6.3
set clk_io_pct 0.2

create_clock -name clk0 -period $clk_period

set non_clock_inputs [all_inputs -no_clocks]
set_input_delay [expr $clk_period * $clk_io_pct] -clock clk0 $non_clock_inputs
set_output_delay [expr $clk_period * $clk_io_pct] -clock clk0 [all_outputs]
```
**flow/run.sh**
```bash
#!/bin/bash
# OpenROAD 26Q1-2900-gdf79404cd8, Yosys 0.63+post, stock flow scripts
make -C /OpenROAD-flow-scripts/flow DESIGN_CONFIG=/design/flow/config.mk WORK_HOME=/design/flow/orfs finish
```
**flow/config.mk**
```make
export PLATFORM = sky130hd
export DESIGN_NAME = ULA
export DESIGN_NICKNAME = ULA
export VERILOG_FILES = /design/flow/design.v
export SDC_FILE = /design/flow/constraint.sdc
export NUM_CORES = 4
export LEC_CHECK = 1
export CORE_AREA = 10 10 86 86
export DIE_AREA = 0 0 96 96
```
==> flow_metrics.tcl <==
# place-and-route summary
set metrics [dict create \
    power_frac_clock_pct 0 \
    nFillCells 623 \
    seqPwrFrac_pct 0 \
    min_period_ns 6.10 \
    syn_area_um2 758 \
    grt_pass1_vias 917 \
    criticalPathCategory "primary input to output port" \
    leakage_uw 0.000557 \
    drive_gt1_share_pct 18.6 \
    place_congestion 0.906 \
    clkbuf_count 0 \
    fp-utilization_pct 13.7 \
    synth_warnings 1 \
    avgSynthCellArea_um2 7.15 \
    utilization_pct 22.8 \
    first_pass_iters 4 \
    yosys_area_um2 758 \
    p_comb_share_pct 100.0 \
    setup_viol 0 \
    cts_hold_buf 0 \
    tool_warnings 34 \
    switching_share_pct 42.5 \
    hold-worst-slack_ns 3.27 \
    seq_cell_count 0 \
    dpl.hpwl_um 2370 \
    wirelength_um 2740 \
    p_per_area_nw_per_um2 101 \
    vias 904 \
    area_growth_pct 66.3 \
    worstPathArrival_ns 4.84 \
    viasPerCell 4.17 \
    routedWlPerCell_um 12.6 \
    drv_slew 0 \
    die_h_um 96 \
    grt_max_degree 11 \
    antenna_left 0 \
    drtIter0Drc 44 \
    remaining_drc_errors 0 \
    p_switching_uw 54.1 \
    grt_overflow 0 \
    netlist_instances 106 \
    peakVddDrop_mv 0.0514 \
    end_kind "output port" \
    antenna_found_initial 0 \
    synth_cell_types 38 \
    drv_cap 0 \
    rsz0062_at_grt "no" \
    finalNonFillerCells 217 \
    grt.total_usage_pct 5.98 \
    finalHoldViolations 0 \
    die_area_um2 9220 \
    core-area_um2 5540 \
    seq_area_um2 0 \
    holdPathStages 4 \
    timing.fmax_ghz 0.164 \
    status "finished clean" \
    crit_path_start_kind "primary input" \
    hp-class "primary input to output port" \
    crit_end "FLAG_O" \
    diodes 0 \
    ys_seq_share_pct 0 \
    internal_power_uw 73.2 \
    ios 27 \
    ys_cells 106 \
    fin_crit_sh_pct 96.9 \
    die_w_um 96 \
    grt_pass1_wl_um 4530 \
    power.total_uw 127 \
    hold_path_startpoint "F[1]" \
    critPathRequiredTime_ns 5.04 \
    max_slew.worst_pin.slew_ns 0.496 \
    startpoint "B[2]" \
    rows 27 \
    maxSlewHeadroom_pct 66.7 \
    dpl.cell_count 217 \
    numPortBuffers 27 \
    cp_max_fo 3 \
]
per-layer routing:
metal	GRT usage (%)	wire (um)
met1	8.37	1450
met2	9.64	1120
met3	1.49	167
met4	0	0
met5	0	0
worst min path at each step:
stage | to | slack, ns
4_1_cts | FLAG_O | 3.61
5_1_grt | FLAG_O | 3.33
6_report | FLAG_O | 3.27
power by group through the flow:
| stage | Clock (uW) | Combinational, uW | Sequential, uW |
|---|---|---|---|
| 4_1_cts | 0 | 127 | 0 |
| 5_1_grt | 0 | 142 | 0 |
| 6_report | 0 | 127 | 0 |
worst max-delay path, stage by stage:
cell and delay, ns:
clkdlybuf4s50_1 0.47, o31ai_2 0.30, xor2_1 0.17, ha_1 0.26, and2_4 0.15, a221o_1 0.33, o211a_1 0.22, or3_4 0.40
and2_4 0.17, a2111oi_4 0.39, mux2i_1 0.23, clkdlybuf4s50_1 0.48
logic make-up after synthesis:
logic type	count (synthesis)	share of synthesized area (%)
XOR/XNOR	9	10.4
AND-OR/OR-AND	36	32.5
AND/OR/NAND/NOR	35	25.6
multiplexers	3	3.96
adder cells (fa/ha/maj)	14	23.1
buffers and inverters	9	4.46
cells in the mapped netlist, types with 2 or more instances:
cell,instances,share of area [%]
ha_1,10,17
o21ai_0,10,6.6
nand2_1,9,4.5
a21oi_1,8,5.3
nor2_1,7,3.5
inv_1,6,3.0
xnor2_1,5,5.8
xor2_1,4,4.6
a21o_1,3,3.0
maj3_1,3,4.0
mux2i_1,3,4.0
nor3_1,3,2.0
and2_4,2,2.3
clkbuf_1,2,0.99
nand2b_1,2,1.6
nand3_1,2,1.3
nor4_1,2,1.6
o211a_1,2,2.6
o21a_1,2,2.0
o31ai_1,2,2.0
or3_1,2,1.6
cell usage in the layout (no fill, tap or decap), types with 2 or more instances in the layout:
cell type        instances
xnor2_1                  5
o211a_1                  2
dlymetal6s2s_1           4
clkdlybuf4s50_1         23
mux2i_1                  3
nor4_1                   2
nand2_1                  8
a21o_1                   3
nand2b_1                 2
nand3_1                  2
buf_4                   14
o21a_1                   2
nor2_1                   6
and2_4                   3
a21oi_1                  7
or3_1                    2
ha_1                    10
xor2_1                   4
maj3_1                   3
nor3_1                   3
inv_1                    6
o21ai_0                 10
through the flow:
step                setup TNS, ns  instance area, um2  worst slack [ns]
detailed placement        -0.0530                1220           -0.0530
floorplan                       0                 758              1.12
finish                          0                1260             0.196
CTS                             0                1230            0.0127
global placement                0                1220            0.0392
global route                    0                1260            0.0109
cell type report:
cell class / count / area, um2 / area share, %
Tap cell: 72 / 90.1 / 7.14
Multi-Input combinational cell: 97 / 759 / 60.2
Timing Repair Buffer: 41 / 385 / 30.6
Inverter: 7 / 26.3 / 2.08
repair_timing:
action	in CTS	in global routing
pin swaps	0	5
cloned	0	0
endpoints found under the setup margin	1	2
gates resized	1	10
setup buffers	0	0
Power and IR drop assume default switching activity.
