[design/flow/design.v]
parameter N_BITS = 8;
module Somador8Bits(input logic [N_BITS - 1:0] A, B,
                    output logic [N_BITS - 1:0] S,
                   output logic Z, N, P);
  always_comb S <= A + B;
  always_comb Z <= S == 0;
  always_comb N <= S < 0;
  always_comb P <= S%2 ==0;
endmodule
[design/flow/run.sh]
#!/bin/bash
# OpenROAD 26Q1-2900-gdf79404cd8, Yosys 0.63+post, stock flow scripts
make -C /OpenROAD-flow-scripts/flow DESIGN_CONFIG=/design/flow/config.mk WORK_HOME=/design/flow/orfs finish
[design/flow/config.mk]
export PLATFORM = sky130hd
export DESIGN_NAME = Somador8Bits
export DESIGN_NICKNAME = Somador8Bits
export VERILOG_FILES = /design/flow/design.v
export SDC_FILE = /design/flow/constraint.sdc
export NUM_CORES = 4
export LEC_CHECK = 1
export CORE_AREA = 10 10 70 70
export DIE_AREA = 0 0 80 80
[design/flow/constraint.sdc]
current_design Somador8Bits

set clk_period 8.1
set clk_io_pct 0.2

create_clock -name clk0 -period $clk_period

set non_clock_inputs [all_inputs -no_clocks]
set_input_delay [expr $clk_period * $clk_io_pct] -clock clk0 $non_clock_inputs
set_output_delay [expr $clk_period * $clk_io_pct] -clock clk0 [all_outputs]
==> reports/summary.txt <==
Height of the die: 80 µm
Layout overhead on the synthesized area: 75.6%
Number of sequential cells in the layout: 0
Routed via count divided by cell count: 3.68
Final slew viol count: 0
Share of the yosys chip area belonging to registers: 0%
Peak per-stage delay on the critical path: 0.50 ns
Ratio of cells with drive above 1 in the final layout: 13.0%
Time the worst path needs with I/O delays and setup: 5.69 ns
Combinational fraction of design power: 100.0%
Crit path buffers/inverters: 2
Total instance count after detailed placement: 115
Max Used Layer: met3
Register share of total power: 0%
Remaining antenna violation count: 0
CLK BUF: 0
FP Core Util: 12.0%
Worst-path fanout max: 3
Most used cell, CP: sky130_fd_sc_hd__clkdlybuf4s50_1
Unrepaired setup endpoints after global routing: false
Leakage power figure: 0.259 nW
Most numerous cell in the Yosys netlist: sky130_fd_sc_hd__ha_1
Final instance count without filler cells: 115
Hold buffers post-CTS: 0
Internal Dissipation: 0.0333 mW
Number of violations of the max-capacitance limit: 0
Status: finished clean
First-pass GRT wire length: 2020 µm
Standard cell core area: 3420 µm²
Routability Congestion: 0.782
Total half-perimeter wirelength after legalization and detailed placement: 1140 µm
Diodes inserted: 0
Type of the worst setup path: in2out
Total standard cell area after synthesis: 410 µm²
OpenROAD warning count: 32
Ports: 27
Total placed instance area: 721 µm²
Met1 wire length: 610 µm
Largest delay share family, worst path: buffers and inverters
Resize count post-CTS: 0
Area taken by flip-flops and latches: 0 µm²
Number of cell rows: 21
Post-Syn Area per Cell: 9.33 µm²
Most common library cells after synthesis: 7 x sky130_fd_sc_hd__ha_1, 4 x sky130_fd_sc_hd__a21oi_1, 3 x sky130_fd_sc_hd__nor2_1, 3 x sky130_fd_sc_hd__xor2_1
Final count of hold timing violations: 0
Yosys warning count: 1
Clock network fraction of design power: 0%
Fill count: 381
Data required time of the critical path: 6.48 ns
Setup violation total in the final timing report: 0
Met2 Routed Length: 453 µm
Highest-delay cell along the critical path: sky130_fd_sc_hd__clkdlybuf4s50_1
# Cells Yosys: 44
Chip footprint: 6400 µm²
DRC violations left: 0
VDD IR max: 0.0384 mV
Startpoint type of the worst setup path: input pin
Routed wire length: 1250 µm
CP arrival: 4.07 ns
Router iterations before antenna repair: 4
Total track usage: 3.79%
Width of the die: 80 µm
PD cells: 76.4 nW/µm²
Overflow after GRT: 0
Post-CTS setup buffers: 0
Post-synth top area cell: sky130_fd_sc_hd__ha_1
Number of port buffers: 26
Cells after synthesis: 44
FMAX: 176 MHz
Number of vias after detailed routing: 423
Post-route cell area: 721 µm²
Routed WL per cell: 10.9 µm
Violation count after the first detailed-route iteration: 10
Endpoint kind of the worst setup timing path: output pin
Antenna violations before repair: 0
Setup_tns: 0 ns
Summed standard-cell area reported by yosys: 410 µm²
Switching power as a share of total power: 39.5%
Final Cycle Share: 70.2%
Count of unique library cells instantiated by Yosys: 27
Synth top area share: 21.3%
Main area contributors: sky130_fd_sc_hd__ha_1 21%, sky130_fd_sc_hd__a221oi_4 6.4%, sky130_fd_sc_hd__o311ai_4 6.4%
Total net switching power: 0.0218 mW
Maximum number of pins on one net before global-route repair: 7
Critical path cell sequence: clkdlybuf4s50_1 > ha_1 > fa_1 > a211o_1 > a21oi_1 > o221ai_1 > nor4_2 > clkdlybuf4s50_1
Worst min-delay path class: in2out
Met3 layer wire length in the routed design: 189 µm
Number of global-route vias before repair: 436
[per-stage QoR]
step	power, mW	utilization (%)	hold slack (ns)	setup WS, ns
CTS	0.0560	21.1	4.33	2.39
finish	0.0551	21.1	4.31	2.41
global route	0.0611	21.1	4.37	2.26
detailed placement	0.0555	21.1	4.32	2.39
floorplan	0.0280	-	3.35	3.41
global placement	0.0551	21.1	4.31	2.42
[cell usage in the layout, fill, tap and decap left out, drive strengths merged]
cell	Yosys	routed
inv	2	2
nor4	1	1
o2bb2ai	1	1
nor3	2	2
nor2b	1	1
o311ai	1	1
nand4	1	1
xor2	3	3
o221ai	1	1
fa	1	1
clkdlybuf4s50	0	26
a211o	1	1
nor3b	2	2
o21ai	1	1
o211ai	3	3
o21ba	1	1
and3	1	1
conb	1	1
nor2	3	3
ha	7	7
a21oi	4	4
a221oi	1	1
or2b	1	1
a211oi	1	1
nand2	1	1
or2	1	1
[routing by layer]
metal	global-route usage [%]	vias up
met1	5.48	183
met5	0	-
met4	0	0
met3	2.27	0
met2	4.90	19
li1	-	221
[final cells by class]
cell class	instances	area [µm²]	share of cell area [%]
multi-input combinational	41	395	54.9
inverter	2	7.51	1.04
timing repair buffer	26	260	36.1
tap	46	57.6	7.99
[kinds of logic after synthesis]
family,Yosys count,share of synthesized area (%)
AOI/OAI and AO/OA,15,40.9
and+or+nand+nor,14,22.0
adders and majority gates,8,26.2
xor gates and xnor gates,3,6.40
buffers and inverters,3,3.66
other,1,0.914
[worst paths after layout]
check / startpoint / endpoint / slack [ns] / cells past startpoint
worst max-delay path: A[0] / Z / 2.41 / 8
worst min-delay path: B[0] / P / 4.31 / 4
[power groups by stage]
stage / Sequential, mW / Combinational [mW] / Clock, mW
finish: 0 / 0.0551 / 0
CTS: 0 / 0.0560 / 0
global route: 0 / 0.0611 / 0
No activity file was given, so power comes from the tool's default toggle rates.
